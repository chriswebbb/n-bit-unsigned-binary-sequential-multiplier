==> design.v <==
module adder #(parameter N=8) (input logic[N-1:0] A,M, output logic C, output logic [N-1:0] Sum);
 always_comb
   {C,Sum} = {1'b0,A} + {1'b0,M};
endmodule
module multiplier(input logic start, n_rst, clock, input logic [7:0] Min, Qin, 
                  output logic ready, output logic[15:0] AQ);
logic C, reset, shift, add;
logic [7:0] Sum, M;
adder A0(.A(AQ[7:4]), .M(M), .C(C), .Sum(Sum));
register R0 (.*);
reg_m R1 (.*);
sequencer S(.start(start), .clock(clock), .reset(reset), .Q0(AQ[0]), .n_rst(n_rst),
 .add(add), .shift(shift), .ready(ready));
endmodule
module reg_m #(parameter N=8) (input logic clock, reset, 
              input logic[N-1:0] Min, output logic[N-1:0] M);
always_ff @ (posedge clock)
  if (reset)   
    M <= Min;
endmodule
module register (input logic clock, reset, add, shift, C,
              input logic[3:0] Qin, Sum, output logic[7:0] AQ);
logic Creg;  
always_ff @ (posedge clock)
  if (reset)   
  begin
   Creg <= 0;
   AQ[7:4] <= 0;
   AQ[3:0] <= Qin;  
  end
  else if (add)  
	{Creg,AQ} <= {1'b0,C,Sum,AQ[3:1]};
  else if (shift)  
  begin
   {Creg,AQ} <= {1'b0,Creg,AQ[7:1]};
  end
endmodule
module sequencer (input logic start, clock, Q0, n_rst,
 output logic add, shift, ready, reset);
enum {idle,adding,shifting,stopped} present_state, next_state;
	logic [3:0]count = 4;
always_ff @(posedge clock, negedge n_rst)
	begin: SEQ
	if (~n_rst)
		begin
			count <= 4;
			present_state <= idle;
		end
	else
		begin
		if (present_state == adding)
			count <= count - 1;
		if (present_state == idle)
			count <= 4;
		present_state <= next_state;
		end
	end
always_comb
	begin: COM
	reset = '0;
	add = '0; 
	shift= '0;
	ready = '0;
	next_state = present_state;
	unique case (present_state)
		idle: begin
				ready = '0;
				reset = '1;
				if (start)
					next_state = adding;
		end
		adding: begin
			reset = '0;
			shift = '0;
			if (count == 0)
				next_state = stopped;
			else
				next_state = adding;
			if (Q0)
				add = '1;
			else
				begin
					add = '0;
					shift = '1;
				end
		end
		shifting: begin
			add = '0;
			shift = '1;
			if (count == 0)
				next_state = stopped;
			else
				next_state = adding;
		end
		stopped: begin
			shift = '0;
			ready = '1;
			if (start)
				next_state = idle;
		end
	endcase
	end
endmodule
==> run.sh <==
#!/bin/bash
# OpenROAD 26Q1-2900-gdf79404cd8, Yosys 0.63+post, stock flow scripts
make -C /OpenROAD-flow-scripts/flow DESIGN_CONFIG=/design/flow/config.mk WORK_HOME=/design/flow/orfs finish
==> config.mk <==
export PLATFORM = sky130hd
export DESIGN_NAME = multiplier
export DESIGN_NICKNAME = multiplier
export VERILOG_FILES = /design/flow/design.v
export SDC_FILE = /design/flow/constraint.sdc
export NUM_CORES = 4
export LEC_CHECK = 1
export CORE_AREA = 10 10 109 109
export DIE_AREA = 0 0 119 119
export SYNTH_HDL_FRONTEND = slang
==> constraint.sdc <==
current_design multiplier

set clk_period 2.1
set clk_io_pct 0.2

create_clock -name clk0 -period $clk_period [get_ports {clock}]

set non_clock_inputs [all_inputs -no_clocks]
set_input_delay [expr $clk_period * $clk_io_pct] -clock clk0 $non_clock_inputs
set_output_delay [expr $clk_period * $clk_io_pct] -clock clk0 [all_outputs]
==> flow_summary.toml <==
# physical design summary
[status]
status = "completed"

[cts]
cts_hold_buf = 0
cts_resized = 0
clock_latency_ps = 270
cts_sinks = 23
cts_setup_buffers = 0
clockBufferDepth = 2
cts_buffers = 3
cts_tree = "yes"
h-tree-depth = 1
clk_pin_slew_ps = 90
cts_root_buf = "clkbuf_8"

[timing]
fin_crit_sh_pct = 82.4
setup-violations-final = 0
maxSlewViolCount = 0
clock_skew_ps = 9.22
setup_tns_ps = 0
fmax_mhz = 578
post-route-min-period_ps = 1730
hold_ws_ps = 410
finalHoldViolCount = 0
grt_setup_unrepaired = "false"

[yosys]
synth_top_cell_by_area = "edfxtp_1"
synth_cell_types = 32
synthCells = 93
yosys-stat-cells = 93
top_area_share_pct = 32.4
topCellsByArea = "edfxtp_1 (32%), dfrtp_1 (11%), dfxtp_1 (7.2%), buf_4 (6.1%), ha_1 (5.6%)"
synth-seq-cells = 23
avgSynthCellArea_um2 = 11.9
ys_warn_count = 0
netlist_area_um2 = 1110
synth-area-yosys_um2 = 1110
yosysSeqAreaShare_pct = 55.6

[worst_setup_path]
reg2reg_from = "R0.AQ[4]$_SDFFE_PP0P_"
cpPeakStageDelay_ps = 530
endpoint_kind = "primary output"
worstSetupStartpointType = "flop"
cp_slowest_cell = "clkdlybuf4s50_1"
cp.required_ps = 1680
startpoint = "R0.AQ[0]$_DFFE_PP_"
cpLargestDelayFamily = "buffers and inverters"
critPathArrivalTime_ps = 1310
path_cells = "clkdlybuf4s50_1"
critPathMaxFanout = 7
crit_buf_inv = 1
path_class = "reg2out"

[finish]
drive_gt1_share_pct = 11.2
final_area_um2 = 1510
syn_to_final_growth_pct = 35.7
fin_cells = 249

[place]
dpl.hpwl_um = 1890
postPlaceCellArea_um2 = 1460
dp.cells = 245
gp_congestion = 0.755
port_buffers = 23

[drt]
vias = 695
ant_nets = 0
antenna_cells = 0
viasPerCell = 2.79
drc_errors = 0
drtIter0Drc = 54
wirelength_um = 2340
dr.pass1.iters = 3
wire_per_inst_um = 9.38

[die]
die_h_um = 119
die_w_um = 119
ios = 36
initCoreUtil_pct = 11.5
dieArea_um2 = 14200
fp-row-count = 36
core_um2 = 9640

[global_route]
grt.total_usage_pct = 3.27
grt_max_degree = 18
antenna_found_initial = 0
grt_pass1_wl_um = 3870
grt_pass1_vias = 800
grt-ovfl-total = 0

[run]
maxCapViolCount = 0
warning_count = 29

[worst_hold_path]
hp-class = "in2async"

[power_and_ir_drop]
p_leak_uw = 0.000563
power_density_nw_per_um2 = 1130
ir_worst_vdd_mv = 0.302
==> where the power goes <==
part           total, uW  internal, uW  leakage (uW)  switching [uW]
Sequential           811           654      0.000227             157
Combinational        603           366      0.000310             236
Clock                283           135     0.0000260             148
Total               1700          1160      0.000563             541
==> layout by cell type (no fill, tap or decap), drive strengths merged, types with 2 or more instances in the layout <==
master         count
conb               8
clkdlybuf4s50     23
edfxtp            12
a21o               2
mux2i              4
clkbuf             3
dfrtp              5
dfstp              2
dfxtp              4
nand2              4
xnor2              3
ha                 5
a211oi             2
nor2               8
a21oi              3
inv                9
mux2               4
nand4              2
==> path summary, 6_finish.rpt <==
kind	endpoint	depth (start not counted)	slack, ps
min in group clk0	R0.AQ[7]$_SDFFE_PP0P_	2	520
min	S.present_state[1]$_DFF_PN0_	1	410
max in group asynchronous	S.count[2]$_DFFE_PN1P_	1	1400
max	AQ[0]	1	370
min reg2reg	R0.AQ[7]$_SDFFE_PP0P_	2	520
max reg2reg	R0.AQ[5]$_SDFFE_PP0P_	6	490
==> sequential cells by signal, indices dropped and copies added, names as in the netlist, named ones only <==
register / flops
S.count: 4
R1.M: 8
S.present_state: 2
R0.AQ: 8
==> logic make-up (layout without fill, tap and decap cells) <==
group / count (synthesis) / in the layout / share of synthesized area (%)
flops: 23 / 23 / 55.6
buf+inv: 20 / 36 / 10.0
simple gates: 19 / 19 / 8.56
compound gates: 12 / 12 / 7.21
mux: 8 / 8 / 7.66
fa+ha+maj: 6 / 6 / 7.43
xor+xnor: 4 / 4 / 3.15
other cells: 1 / 8 / 0.338
==> per-stage QoR <==
step                      power [uW]  setup WS (ps)  utilization (%)
after global routing            1850            318             15.6
after CTS                       1730            334             15.6
after detailed placement        1440            520             15.1
after floorplan                 1180            669                -
final                           1700            370             15.6
after global placement          1440            530             15.1
==> per-layer routing <==
layer	wire [um]	vias up	GRT usage [%]
met5	0	-	0
met2	1010	16	5.15
li1	-	352	-
met3	130	2	1.10
met4	4	0	0.382
met1	1190	325	4.41
==> synthesized netlist by cell type (all sizes together) <==
cell type,number
nor4b,1
inv,8
or3,1
xor2,1
nor3b,1
o21ai,1
conb,1
a21o,2
dfxtp,4
clkbuf,1
mux2,4
fa,1
ha,5
a211oi,2
edfxtp,12
xnor2,3
buf,11
a31oi,1
o32ai,1
a21oi,3
mux2i,4
o22ai,1
dfstp,2
nand2,4
nand4,2
dfrtp,5
or2,1
a22o,1
nor2,8
nand2b,1
==> final cells by class <==
type	count	area (um2)
clock buffers	3	41.3
clock inverters	1	6.26
fillers	1087	8130
inverters	8	30.0
multi-input cells	57	408
flip-flops and latches	23	618
well taps	133	166
repair buffers	24	238
==> worst register-to-register path: cells and delay by family (launching register included) <==
| kind | cells | cell delay (ps) |
|---|---|---|
| buffers and inverters | 1 | 60 |
| adders and majority gates | 2 | 600 |
| DFF | 1 | 390 |
| AOI/OAI and AO/OA | 1 | 220 |
| xor gates and xnor gates | 1 | 180 |
| muxes | 1 | 90 |
Power and IR drop assume default switching activity.
